<file path="design/flow/config.mk">
export PLATFORM = sky130hd
export DESIGN_NAME = lab4
export DESIGN_NICKNAME = lab4
export VERILOG_FILES = /design/flow/design.v
export SDC_FILE = /design/flow/constraint.sdc
export NUM_CORES = 4
export LEC_CHECK = 1
export CORE_AREA = 10 10 70 70
export DIE_AREA = 0 0 80 80
</file>
<file path="design/flow/constraint.sdc">
current_design lab4

set clk_period 1.2
set clk_io_pct 0.2

create_clock -name clk0 -period $clk_period

set non_clock_inputs [all_inputs -no_clocks]
set_input_delay [expr $clk_period * $clk_io_pct] -clock clk0 $non_clock_inputs
set_output_delay [expr $clk_period * $clk_io_pct] -clock clk0 [all_outputs]
</file>
<file path="design/flow/design.v">
module lab4 (
    input logic [3:0]in,
    output logic [6:0]out_use138, out_use151
);
    seg_138 seg_138_inst(.in, .out(out_use138));
    seg_151 seg_151_inst(.in, .out(out_use151));
endmodule
module seg_138 (
    input logic [3:0]in,
    output logic [6:0]out
);
    logic [15:0]o;
    mod_74LS138 m1(.A(in[0]), .B(in[1]), .C(in[2]), .G1(in[3]), .outputs(o[15:8]));
    mod_74LS138 m2(.A(in[0]), .B(in[1]), .C(in[2]), .G1(~in[3]), .outputs(o[7:0]));
    assign out[0] = ~(o[1] & o[4] & o[11] & o[13]);
    assign out[1] = ~(o[5] & o[6] & o[11] & o[12] & o[14] & o[15]);
    assign out[2] = ~(o[2] & o[12] & o[14] & o[15]);
    assign out[3] = ~(o[1] & o[4] & o[7] & o[10] & o[15]);
    assign out[4] = ~(o[1] & o[3] & o[4] & o[5] & o[7] & o[9]);
    assign out[5] = ~(o[1] & o[2] & o[3] & o[7] & o[13]);
    assign out[6] = ~(o[0] & o[1] & o[7] & o[12]);
endmodule
module mod_74LS138 (
    input logic A, B, C,
    input logic G1, G2,
    output logic [7:0]outputs
);
    assign outputs[0] = ~(~A & ~B & ~C & G1);
    assign outputs[1] = ~(A & ~B & ~C & G1);
    assign outputs[2] = ~(~A & B & ~C & G1);
    assign outputs[3] = ~(A & B & ~C & G1);
    assign outputs[4] = ~(~A & ~B & C & G1);
    assign outputs[5] = ~(A & ~B & C & G1);
    assign outputs[6] = ~(~A & B & C & G1);
    assign outputs[7] = ~(A & B & C & G1);
endmodule
module seg_151 (
    input logic [3:0]in,
    output logic [6:0]out
);
    logic [7:0]ou0 = 8'b00000001;
    logic [7:0]ou1 = 8'b00000010;
    logic [7:0]ou2 = 8'b00000100;
    logic [7:0]ou3 = 8'b00001000;
    logic [7:0]ou4 = 8'b00010000;
    logic [7:0]ou5 = 8'b00100000;
    logic [7:0]ou6 = 8'b01000000;
    logic [7:0]ou7 = 8'b10000000;
    logic [15:0]m;
    mod_74LS151 m3(.S(in[2:0]), .E(in[3]), .I(ou0), .Z(m[0]));
    mod_74LS151 m4(.S(in[2:0]), .E(in[3]), .I(ou1), .Z(m[1]));
    mod_74LS151 m5(.S(in[2:0]), .E(in[3]), .I(ou2), .Z(m[2]));
    mod_74LS151 m6(.S(in[2:0]), .E(in[3]), .I(ou3), .Z(m[3]));
    mod_74LS151 m7(.S(in[2:0]), .E(in[3]), .I(ou4), .Z(m[4]));
    mod_74LS151 m8(.S(in[2:0]), .E(in[3]), .I(ou5), .Z(m[5]));
    mod_74LS151 m9(.S(in[2:0]), .E(in[3]), .I(ou6), .Z(m[6]));
    mod_74LS151 m10(.S(in[2:0]), .E(in[3]), .I(ou7), .Z(m[7]));
    mod_74LS151 m11(.S(in[2:0]), .E(~in[3]), .I(ou0), .Z(m[8]));
    mod_74LS151 m12(.S(in[2:0]), .E(~in[3]), .I(ou1), .Z(m[9]));
    mod_74LS151 m13(.S(in[2:0]), .E(~in[3]), .I(ou2), .Z(m[10]));
    mod_74LS151 m14(.S(in[2:0]), .E(~in[3]), .I(ou3), .Z(m[11]));
    mod_74LS151 m15(.S(in[2:0]), .E(~in[3]), .I(ou4), .Z(m[12]));
    mod_74LS151 m16(.S(in[2:0]), .E(~in[3]), .I(ou5), .Z(m[13]));
    mod_74LS151 m17(.S(in[2:0]), .E(~in[3]), .I(ou6), .Z(m[14]));
    mod_74LS151 m18(.S(in[2:0]), .E(~in[3]), .I(ou7), .Z(m[15]));
    assign out[0] = m[1] | m[4] | m[11] | m[13];
    assign out[1] = m[5] | m[6] | m[11] | m[12] | m[14] | m[15];
    assign out[2] = m[2] | m[12] | m[14] | m[15];
    assign out[3] = m[1] | m[4] | m[7] | m[10] | m[15];
    assign out[4] = m[1] | m[3] | m[4] | m[5] | m[7] | m[9];
    assign out[5] = m[1] | m[2] | m[3] | m[7] | m[13];
    assign out[6] = m[0] | m[1] | m[7] | m[12];
endmodule
module mod_74LS151 (
    input logic [2:0]S,
    input logic E,
    input logic [7:0]I,
    output logic Z, Z_
);
    assign Z = ~E & (I[0]&~S[0]&~S[1]&~S[2] | I[1]&S[0]&~S[1]&~S[2] |
                      I[2]&~S[0]&S[1]&~S[2] | I[3]&S[0]&S[1]&~S[2] | 
                      I[4]&~S[0]&~S[1]&S[2] | I[5]&S[0]&~S[1]&S[2] |
                      I[6]&~S[0]&S[1]&S[2] | I[7]&S[0]&S[1]&S[2]);
    assign Z_ = ~Z;
endmodule
</file>
<file path="design/flow/run.sh">
#!/bin/bash
# OpenROAD 26Q1-2900-gdf79404cd8, Yosys 0.63+post, stock flow scripts
make -C /OpenROAD-flow-scripts/flow DESIGN_CONFIG=/design/flow/config.mk WORK_HOME=/design/flow/orfs finish
</file>
==> summary.txt <==
Results of the implementation run.

The max-capacitance violation count is 0. After synthesis, the mean cell area works out to 6.19 µm². The total power draw is 0.232 mW.

The post-synthesis cell count came out at roughly 41. The total negative slack for setup checks is -291 ps. The number of rows created at floorplan is 21. The final max-slew violation count came out at 0. The critical path data arrival time is between 1000 and 1500 ps. The detailed-routing iteration count for the pre-antenna-repair pass came out at 2.

The worst setup slack after layout is -68.2 ps. The total vias in the final route came out at 363. The number of clock-tree buffers in the layout came out at 0. The part of the cycle the worst path needs came out at 106%. Data on the critical path is required at its endpoint by ~960 ps. After detailed routing, the number of remaining DRC violations is 0. The worst setup path is launched from a primary input.

The type of destination of the critical path is an output port. Wires add up to 1150 µm. Compared with the post-synthesis result, the final layout area differs by 159%. The maximum achievable frequency is 0.789 GHz. At the pin with the least slew margin, the transition time is 227 ps. Before placement the cells fill 7.44% of the core. The total track usage came out at between 3 and 4%. The checks that failed: negative setup slack. Per the hold report, the tightest min-delay path originates at in[3]. The number of vias per cell came out at 3.24. The number of global-route vias before repair is ~360. The most frequent standard cell in the layout excluding fill and tap cells is sky130_fd_sc_hd__buf_2.

The I/O pin count came out at 18. The overall chip area came out at 6400 µm². Per the STA report, the cell with the highest stage delay on the worst path is sky130_fd_sc_hd__a22oi_2. The total standard cell area after synthesis came out at 254 µm². The average wire per standard cell came out at 10.3 µm. The number of warnings the tools reported came out at 34. Setup repair after global routing could not meet its margin everywhere. The post-synthesis sequential area ratio is 0%.

The first-pass GRT wire length is 1790 µm. The warning tally printed by Yosys for this design is 1. The largest incremental delay on the critical path came out at 140 ps.

The fraction of layout instances using a drive strength above 1 came out at 83.3%. The antenna diode count is 0. Summing all flip-flop and latch instances after layout gives 0 µm². The analysis attributes to cell leakage a power of 0.290 nW. The cell depth of the worst hold path is 4.

The overflow left after global routing is 0. Per the OpenROAD floorplan log, the area of the core is 3420 µm². The cell that appears most often on the critical path is sky130_fd_sc_hd__buf_6. The shortest clock period the worst path allows after layout came out at 1270 ps. The worst supply voltage drop on vdd is ~0.060 mV. In the hold report, the worst path ends at out_use151[6]. For this design, the CTS-stage hold fixing added 0 buffers. The cell total in the yosys stat output is roughly 41. The largest driver fanout on the critical path came out at 4.

The die boundary width came out at 80 µm. In this run, the number of DRC markers left after iteration 0 of detailed routing was 20. The top cell types in the final layout, fill and taps aside, are sky130_fd_sc_hd__buf_2, sky130_fd_sc_hd__buf_4, sky130_fd_sc_hd__buf_6, sky130_fd_sc_hd__nand2_1. The detail route stage leaves a number of antenna-violating nets equal to 0. The flop count is 0. The type of the most critical hold path is in2out. The number of antenna violations at the first check in global routing is 0. The half-perimeter wire length after placement came out at 740 µm. Entering global routing, the biggest net connects 8 pins. Per STA, the worst path is made up of buf_8 -> buf_6 -> buf_6 -> xnor2_2 -> a22oi_2 -> o21ai_2 -> buf_2. The max-slew check reports its worst relative slack as between 80 and 90%. For this run, the final setup violation count is recorded as 12.

The routability congestion estimate from global placement came out at 0.689. The number of distinct library cells after synthesis is 21. Looking at the setup timing report, the critical path kind is in2out. The stat command in Yosys gives a chip area of 254 µm². The vertical die dimension came out at about 80 µm. The number of failing hold endpoints at the final stage is 0.

The run finished, with violations left. The number of buffers inserted by port buffering is 18. The power density relative to cell area came out at 352 nW/µm².
-- how the worst max path moves through the flow --
stage	startpoint	to	slack, ps
4_1_cts	in[3]	out_use138[0]	-70
5_1_grt	in[3]	out_use138[5]	-90
6_report	in[3]	out_use138[0]	-70
-- worst max-delay path: cells and delay by family --
family	cells	cell delay [ps]
AND-OR/OR-AND	2	220
XOR/XNOR	1	120
buffers and inverters	4	440
-- Yosys cell counts, types with 2 or more instances --
cell	number	share of area, %
sky130_fd_sc_hd__nor2_1	3	4.4
sky130_fd_sc_hd__buf_2	2	3.9
sky130_fd_sc_hd__buf_4	8	24
sky130_fd_sc_hd__nand2_1	5	7.4
sky130_fd_sc_hd__o22ai_1	2	4.9
sky130_fd_sc_hd__o21ai_0	4	7.9
sky130_fd_sc_hd__a31oi_1	2	4.9
sky130_fd_sc_hd__and2b_1	2	5.9
-- logic make-up after synthesis --
group / synth area share [%]
muxes: 4.43
AOI/OAI and AO/OA: 26.6
xor gates and xnor gates: 3.45
and+or+nand+nor: 32.0
buffers and inverters: 33.5
-- through the flow --
stage	setup slack (ps)	util (%)	cells	hold WS, ps	area, µm²
after detailed placement	-956	13.3	100	1630	455
after floorplan	8.41	-	41	589	254
after CTS	-66.5	17.4	111	839	596
final	-68.2	19.3	112	831	658
after global routing	-94.0	19.3	112	851	658
after global placement	-926	13.3	100	1630	455
-- layer usage --
layer / track usage [%] / up-vias / share of wire (%)
met5: 0 / - / 0
met3: 1.48 / 0 / 13
met4: 0 / 0 / 0
met1: 4.22 / 166 / 43
met2: 5.22 / 12 / 44
li1: - / 185 / -
-- final cells by class --
type | count | area, µm²
Timing Repair Buffer | 36 | 313
Multi-Input combinational cell | 29 | 282
Fill cell | 381 | 2760
Tap cell | 46 | 57.6
Inverter | 1 | 6.26
-- what timing repair did --
action | CTS | global route
resized | 98 | 11
pin swaps | 11 | 3
gates cloned | 1 | 0
setup endpoints to repair | 14 | 14
endpoints found under the hold margin | 0 | 0
setup buffers | 10 | 2
-- power by group --
group          internal, mW  switching [mW]
Clock                     0               0
Sequential                0               0
Combinational         0.142          0.0902
Total                 0.142          0.0902
No activity file was given, so power comes from the tool's default toggle rates.
