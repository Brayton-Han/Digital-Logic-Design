<file path="./design.v">
module lab7 (
    input logic clk,
    input logic [15:0] SW,
    output logic [15:0] LED
);
    logic [3:0] q1, q2, q3, q4, yout, y2o;
    register U1(.E_(SW[7]), .clk(clk), .D(y2o), .Q(LED[11:8]));
    assign q1 = LED[11:8];
    register U2(.E_(SW[6]), .clk(clk), .D(yout),.Q(LED[ 3:0]));
    assign q2 = LED[3:0];
    register U3(.E_(SW[5]), .clk(clk), .D(yout),.Q(LED[ 7:4]));
    assign q3 = LED[7:4];
    ram2     U4(.clk(clk), .wen(SW[0]), .addr(SW[4:1]), .din(yout), .qout(LED[15:12]));
    assign q4 = LED[15:12];
    choose2  U5(.E(SW[12]), .a(SW[11:8]), .b(yout), .y(y2o));
    choose4  U6(.E(SW[14:13]), .a(q1), .b(q2), .c(q3), .d(q4), .y(yout));
endmodule
module register(
    input logic E_, clk,
    input logic [3:0] D,
    output logic [3:0] Q, Q_
);
    always_ff @(posedge clk)
        if(~E_) begin
            Q  <=  D;
            Q_ <= ~D;
        end
        else begin
            Q  <=  Q;
            Q_ <= Q_;
        end
endmodule
module ram2 (
    input logic clk, 
    input logic wen,
    input logic [3:0] addr,
    input logic [3:0] din,
    output logic [3:0] qout
);
    logic [15:0][3:0] ram;
    for(genvar i=0; i<16; i++)
        always_ff @(posedge clk)
            if (wen && i[3:0] == addr)
                ram[i] <= din;
    assign qout = ram[addr];
endmodule
module choose2(
    input logic E,
    input logic [3:0] a, b,
    output logic [3:0] y
);
    always_comb
        if(E == 1'b0)
            y = a;
        else
            y = b;
endmodule
module choose4(
    input logic [1:0] E,
    input logic [3:0] a, b, c, d,
    output logic [3:0] y
);
    always_comb
        if(E == 2'b00)
            y = a;
        else if(E == 2'b01)
            y = b;
        else if(E == 2'b10)
            y = c;
        else
            y = d;
endmodule
</file>
<file path="./run.sh">
#!/bin/bash
# OpenROAD 26Q1-2900-gdf79404cd8, Yosys 0.63+post, stock flow scripts
make -C /OpenROAD-flow-scripts/flow DESIGN_CONFIG=/design/flow/config.mk WORK_HOME=/design/flow/orfs finish
</file>
<file path="./config.mk">
export PLATFORM = sky130hd
export DESIGN_NAME = lab7
export DESIGN_NICKNAME = lab7
export VERILOG_FILES = /design/flow/design.v
export SDC_FILE = /design/flow/constraint.sdc
export NUM_CORES = 4
export LEC_CHECK = 1
export CORE_UTILIZATION = 40
</file>
<file path="./constraint.sdc">
current_design lab7

set clk_period 4.0
set clk_io_pct 0.2

create_clock -name clk0 -period $clk_period [get_ports {clk}]

set non_clock_inputs [all_inputs -no_clocks]
set_input_delay [expr $clk_period * $clk_io_pct] -clock clk0 $non_clock_inputs
set_output_delay [expr $clk_period * $clk_io_pct] -clock clk0 [all_outputs]
</file>
==> flow_summary.toml <==
# generated from flow reports
[global_routing]
grt-ovfl-total = 0
first_global_vias = 1934
global_route_wire_length_before_repair_um = 10550
groute.usage.overall_pct = 17.92
initial_antenna_violation_count = 0
grt_start_max_net_pins = 19

[power_and_ir_drop]
powerDensity_mw_per_mm2 = 424.6
comb_power_share_pct = 11.1
netSwitchingPower_uw = 374.7
p_total_uw = 1663
power.share.switching_pct = 22.53
pwr-share-seq_pct = 55.9
static-leakage-power_uw = 0.001367
share_clk_of_total_power_pct = 33.0
irDropWorstVdd_uv = 156.1
cell_internal_pwr_uw = 1289

[die]
std_cell_rows = 32
count_of_pins_on_the_block_boundary = 33
die_h_um = 92.63
dieArea_mm2 = 0.008580
initial_utilization_pct = 41.87
die_w_um = 92.63
fp.coreArea_mm2 = 0.007848

[cts]
total_clock_buffers_created_by_cts = 9
postCtsResizedCells = 0
cts_root_buffer = "sky130_fd_sc_hd__clkbuf_8"
postCtsHoldBufs = 0
cts.reportedPaths.clkPinSlew_ps = 70
postCtsSetupRepairBufs = 0
cts_tree = "done"
clock_tree.buffer_depth = 2
worstSkewPairLatency_ps = 340
tritoncts_num_sinks = 76
htree_levels = 3

[place]
place.port_buffers = 31
place.gp.congestion = 0.8239
detailed_place_hpwl_um = 4849
dpl_worst_slack_ps = 388.6

[timing]
shortest_period_the_worst_path_allows_ps = 3610
setup_viol_count_final = 0
grt_setup_unrepaired = "no"
fmaxAchievable_mhz = 277.0
setup-tns-final_ps = 0
finalHoldViolCount = 0
worst_clock_skew_ps = 4.936
worst_pin_slew_ps = 694.6
timing.final.ws_setup_ps = 390.1
drv_slew = 0
min_period_over_period_pct = 90.25
timing.max_slew.rel_slack_pct = 53.34

[route]
drc_errors = 0
num_antenna_cells = 0
vias_per_cell = 5.403
first_iter_violations = 88
drt-wirelength-per-cell_um = 18.67
drt-pass1-iter-count = 4
num_vias = 1972
antenna_violating_nets_post_route = 0
routed_wl_um = 6813

[synth]
ys_warn_count = 4
ys.flops = 76
syn_inst = 216
yosysCellCount = 216
synth.cell_area_mm2 = 0.003286
syn_avg_cell_area_um2 = 15.21
ys_chip_area_mm2 = 0.003286
synth_cell_types = 33
seq_share_synth_pct = 69.46
largest_area_cell = "sky130_fd_sc_hd__edfxtp_1"
synthDominantCellAreaShare_pct = 69.46
synth.top_cells.by_area = "sky130_fd_sc_hd__edfxtp_1 69%, sky130_fd_sc_hd__mux2i_1 7.9%, sky130_fd_sc_hd__mux4_1 3.2%"

[job]
tool_warnings = 26
cap_viol_max_count = 0

[worst_setup_path]
timing.critical_path.to_type = "output pin"
timing.critical_path.arrival_ps = 2810
critical_path.cell_chain = "clkdlybuf4s50_1 -> nor2b_1 -> a22oi_1 -> nand4_1 -> o21ai_0 -> clkdlybuf4s50_1"
timing.critical_path.required_ps = 3200
timing.critical_path.slowest_stage_cell = "sky130_fd_sc_hd__clkdlybuf4s50_1"
kind_of_launch_point_of_the_worst_setup_path = "primary input"
path_delay_family = "buffers and inverters"
critPathBufInv = 2
cpPeakStageDelay_ps = 690
critPathKind = "primary input to output pin"
critical_path_peak_fanout = 10
cpMostUsedCell = "sky130_fd_sc_hd__clkdlybuf4s50_1"

[min_path]
timing.hold.worst.class = "register to register"

[final_layout]
drive_gt1_share_pct = 12.93
final.fill_count = 686
layout-area-overhead-vs-synth_pct = 19.23

[outcome]
result_of_the_run = "finished clean"
==> final cells by class <==
cell class	count	area [µm²]	share of cell area, %
Clock buffer	10	127.6	3.258
Clock inverter	5	53.80	1.373
Inverter	3	11.26	0.2874
Multi-Input combinational cell	125	912.1	23.28
Sequential cell	76	2282	58.26
Tap cell	102	127.6	3.258
Timing Repair Buffer	44	402.9	10.28
==> Yosys cell counts, drive strengths merged <==
| cell | count |
|---|---|
| clkbuf | 3 |
| mux4 | 4 |
| nor2b | 4 |
| nand3b | 2 |
| o2bb2a | 1 |
| and2 | 1 |
| and3 | 1 |
| nand3 | 12 |
| a41oi | 4 |
| mux2 | 3 |
| or3b | 3 |
| nand4 | 3 |
| nand2 | 10 |
| nor3 | 4 |
| nand2b | 2 |
| o21ai | 3 |
| inv | 3 |
| nor2 | 24 |
| mux2i | 26 |
| a22oi | 9 |
| buf | 9 |
| a21boi | 1 |
| nand4b | 1 |
| edfxtp | 76 |
| a21oi | 6 |
| a211o | 1 |
==> layer usage <==
metal | share of wire, % | global-route usage, % | vias to the layer above
li1 | - | - | 922
met1 | 47 | 31.64 | 957
met2 | 44 | 25.49 | 82
met3 | 7.7 | 4.845 | 11
met4 | 1.6 | 2.308 | 0
met5 | 0 | 0 | -
==> final timing paths <==
kind | startpoint | end | slack (ps) | cells after the start
worst max-delay path | SW[2] | LED[13] | 390 | 6
worst min-delay path | U2.Q[1] | U1.Q[1] | 740 | 2
worst max register to register | U4.ram[51] | U4.ram[19] | 1940 | 5
worst min register to register | U2.Q[1] | U1.Q[1] | 740 | 2
==> cell families (layout without fill, tap and decap cells) <==
group / Yosys count / after routing / share of synthesized area (%)
simple gates: 67 / 67 / 10.09
mux: 33 / 33 / 12.15
compound gates: 25 / 25 / 5.522
buf+inv: 15 / 62 / 2.780
flops: 76 / 76 / 69.46
==> state kept, by name (all words and copies together) (netlist names) <==
| register | cells |
|---|---|
| U4.ram | 64 |
| U1.Q | 4 |
| U3.Q | 4 |
| U2.Q | 4 |
==> cells in the final DEF (no fill, tap or decap), types with 2 or more instances in the layout <==
master | netlist | routed
sky130_fd_sc_hd__clkinvlp_4 | 0 | 2
sky130_fd_sc_hd__mux2_2 | 3 | 3
sky130_fd_sc_hd__mux2i_1 | 26 | 26
sky130_fd_sc_hd__nand2b_1 | 2 | 2
sky130_fd_sc_hd__clkbuf_8 | 0 | 9
sky130_fd_sc_hd__inv_1 | 3 | 3
sky130_fd_sc_hd__a21oi_1 | 6 | 6
sky130_fd_sc_hd__clkdlybuf4s50_1 | 0 | 30
sky130_fd_sc_hd__nand4_1 | 3 | 3
sky130_fd_sc_hd__edfxtp_1 | 76 | 76
sky130_fd_sc_hd__buf_4 | 1 | 13
sky130_fd_sc_hd__mux4_1 | 4 | 4
sky130_fd_sc_hd__nor2b_1 | 4 | 4
sky130_fd_sc_hd__a22oi_1 | 9 | 9
sky130_fd_sc_hd__nand3b_1 | 2 | 2
sky130_fd_sc_hd__nor3_1 | 4 | 4
sky130_fd_sc_hd__a41oi_1 | 3 | 3
sky130_fd_sc_hd__nand3_1 | 11 | 11
sky130_fd_sc_hd__o21ai_0 | 3 | 3
sky130_fd_sc_hd__or3b_2 | 2 | 2
sky130_fd_sc_hd__nand2_1 | 10 | 10
sky130_fd_sc_hd__nor2_1 | 24 | 24
==> worst reg2reg max path: cells and delay by family, from the launching register on <==
kind	cells	cell delay (ps)
buffers and inverters	1	270
flip-flops	1	370
AND/OR/NAND/NOR	2	320
multiplexers	2	840
==> per-stage QoR <==
step / hold slack [ps] / instances / cell area (µm²) / utilization [%]
after floorplan: 620.9 / 216 / 3286 / -
after global placement: 734.5 / 350 / 3736 / 47.61
final: 742.8 / 365 / 3918 / 49.92
after global routing: 802.1 / 365 / 3918 / 49.92
after detailed placement: 738.9 / 350 / 3736 / 47.61
after CTS: 756.5 / 365 / 3918 / 49.92
==> power groups by stage <==
stage | combinational, µW | clock, µW | sequential [µW]
finish | 184 | 549 | 930
global route | 202 | 595 | 932
CTS | 187 | 561 | 930
No activity file was given, so power comes from the tool's default toggle rates.
