### design/flow/config.mk
export PLATFORM = sky130hd
export DESIGN_NAME = LS194
export DESIGN_NICKNAME = LS194
export VERILOG_FILES = /design/flow/design.v
export SDC_FILE = /design/flow/constraint.sdc
export NUM_CORES = 4
export LEC_CHECK = 1
export CORE_AREA = 10 10 70 70
export DIE_AREA = 0 0 80 80
### design/flow/design.v
module D_trigger(
    input logic clk, D, clr, set,
    output logic Q, notQ
);
    always_ff @(posedge clk, posedge clr, posedge set)
        if(set == 1)
            Q <= 1;
        else if(clr == 1)
            Q <= 0;
        else
            Q <= D;
endmodule
module add_cnt(
    input logic [1:0]in,
    input logic clk,
    output logic [1:0]out
);
    always_ff @(posedge clk) begin
        out = in;
        if(~(clk==1 || clk==0))
            out = out + 1;
    end
endmodule
module LS175(
    input logic clk, clr,
    input logic [3:0]D,
    output logic [3:0]Q
);
    always_ff @(posedge clk, posedge clr)
        if(clr == 0)
            Q <= 4'b0000;
        else if(clr == 1 && (clk==1 || clk==0));
        else
            Q <= D;
endmodule
module LS194(
    input logic MR, DSR, DSL, clk,
    input logic [1:0]S,
    input logic [3:0]P,
    output logic [3:0]Q
);
    always_ff @(posedge clk)
        if(MR==1)
            Q <= 4'b0000;
        else if(clk==0 || clk==1)
            if(S[1]==1 && S[0]==0)
                Q[3:0] <= {DSL, Q[3:1]};
            else if(S[1]==0 && S[0]==1)
                Q[3:0] <= {Q[2:0], DSR};
            else if(S[1]==1 && S[0]==1)
                Q <= P;
        else
            if(~S[1]==1 && ~S[0]==0)
                Q[3:0] <= {~DSL, Q[3:1]};
            else if(~S[1]==0 && ~S[0]==1)
                Q[3:0] <= {Q[2:0], ~DSR};
            else if(~S[1]==1 && ~S[0]==1)
                Q <= P;
endmodule
### design/flow/run.sh
#!/bin/bash
# OpenROAD 26Q1-2900-gdf79404cd8, Yosys 0.63+post, stock flow scripts
make -C /OpenROAD-flow-scripts/flow DESIGN_CONFIG=/design/flow/config.mk WORK_HOME=/design/flow/orfs finish
### design/flow/constraint.sdc
current_design LS194

set clk_period 1.5
set clk_io_pct 0.2

create_clock -name clk0 -period $clk_period [get_ports {clk}]

set non_clock_inputs [all_inputs -no_clocks]
set_input_delay [expr $clk_period * $clk_io_pct] -clock clk0 $non_clock_inputs
set_output_delay [expr $clk_period * $clk_io_pct] -clock clk0 [all_outputs]
==> impl_results.rst <==
Flow metrics
------------

.. list-table::
   :header-rows: 1

   * - Metric
     - Value
   * - Flip-flop count of the largest register, all copies and words added
     - 4
   * - Area of the mapped netlist
     - 199 µm²
   * - Hold path depth
     - 3
   * - Endpoint class of the critical path
     - output pin
   * - CP max stage cell
     - clkdlybuf4s50_1
   * - Relative area change from synthesis to final layout
     - 111%
   * - Total I/O pin count
     - 14
   * - Average size of a mapped cell
     - 16.6 µm²
   * - Filler cells
     - between 300 and 400
   * - Met1 usage in global routing
     - 3.38%
   * - Cell Rows
     - 21
   * - Area fraction in compound gates
     - 0%
   * - Wirelength per Cell
     - 10.2 µm
   * - Cells taking the most area after synthesis
     - dfxtp_1, mux4_2, mux4_1
   * - Category of the worst setup path launch point
     - register
   * - Dominant kind of combinational cell
     - multiplexers
   * - Leak
     - 0.151 nW
   * - Adder-cell share of the synthesized area
     - 0%
   * - Largest buffer count on any clock path
     - 2
   * - Outcome
     - finished clean
   * - Post-Place Worst Slack
     - -238 ps
   * - # DRC
     - 0
   * - Slowest cell delay on critical path
     - 500 ps
   * - Chip footprint
     - 6400 µm²
   * - Most used routing layer
     - met1
   * - Fraction of synthesized cell area in xor and xnor cells
     - 0%
   * - Required arrival time at the worst endpoint
     - 1200 ps
   * - Setup repair after global routing missed its margin
     - false
   * - Fraction of the yosys area taken by sequential cells
     - 40.3%
   * - Area fraction in and, or, nand and nor cells after synthesis
     - 12.6%
   * - Num Clock Sinks
     - 4
   * - Hold path startpoint
     - S[0]
   * - Yosys Warn Count
     - 1
   * - Crit path arrival time
     - around 1100 ps
   * - Startpoint of the lowest-slack register-to-register path
     - Q[2]$_SDFFE_PP0P_
   * - Die X-Extent
     - ~80 µm
   * - Largest regs
     - Q: 4 flops
   * - Post CTS Setup Buffer Count
     - 0
   * - Reg area
     - 80.1 µm²
   * - Number of logged tool warnings
     - 25
   * - Vias in the first global route
     - ~200
   * - Worst Slack Setup Final
     - 91.0 ps
   * - Combinational gate area
     - 119 µm²
   * - Total core area
     - between 3000 and 4000 µm²
   * - Global-route met2 utilization
     - 2.49%
   * - Count of instantiated cells in the yosys netlist
     - 12
   * - Total power per unit cell area
     - roughly 790 nW/µm²
   * - Core Util, Final
     - 12.3%
   * - Max Freq
     - around 710 MHz
   * - IR Drop Worst-Case VDD
     - about 0.17 mV
   * - TritonCTS clock tree
     - done
   * - Endpoints failing hold
     - 0
   * - Clock latency at the later pin of the worst-skew pair
     - 240 ps
   * - Max-slew violation total from the final report
     - 0
   * - Fraction of final layout cells with drive strength greater than 1
     - approximately a quarter
   * - Endpoint with the worst hold slack
     - Q[0]$_SDFFE_PP0P_
   * - Worst max-slew margin expressed relative to the limit
     - 83.6%
   * - Iter 0 DRT Violations
     - 11
   * - Final worst path period share
     - 93.9%
   * - Antenna violations before repair
     - 0
   * - Via density
     - 2.41
   * - Via total after detailed routing
     - 181
   * - Global routing usage on met3
     - ~3%
   * - Number of max-cap violations
     - 0
   * - Post-Layout Cell Count
     - 75
   * - Chip Area, Yosys
     - 199 µm²
   * - Library cell occupying the most area in the post-synthesis netlist
     - dfxtp_1
   * - CP delay by family, top
     - buffers and inverters
   * - Cells after DPL
     - 72
   * - GRT Total Usage
     - 2.52%
   * - Largest clock skew in the final design
     - 0.181 ps
   * - Path class of the lowest-slack min-delay path
     - in2reg
   * - Post-route antenna net violation count
     - 0
   * - Fraction of post-synthesis cell area in the top cell type by area
     - between 40% and 50%
   * - Final tally of setup violations
     - 0
   * - Mux cell area share after synthesis
     - a little under half
   * - IO buf count
     - 13
   * - Hold buffer count at CTS
     - 0
   * - Number of iterations in the first detailed-routing pass
     - 2
   * - Initial core utilization
     - under 10%
   * - Largest register by flop count
     - Q
   * - Levels on crit path
     - 1
   * - Inserted Clock Buffers
     - 3
   * - Reg2reg end
     - Q[3]$_SDFFE_PP0P_
   * - Total negative slack for setup checks
     - 0 ps
   * - Post-layout minimum cycle time
     - 1410 ps
   * - Cell count after synthesis
     - 12
   * - Clock transition at the registers of the reported paths
     - 40 ps
   * - Setup slack of the most critical reg-to-reg path
     - 410 ps
   * - Leftover overflow at the end of global routing
     - 0
   * - Routed wire length
     - 767 µm
   * - Setup Crit Path Kind
     - reg2out
   * - FF+latch count, synth
     - 4
   * - Diode count
     - 0
   * - Buffer cell driving the clock tree root
     - clkbuf_4
   * - Depth of the worst register-to-register path
     - 2
   * - Wire length of the first global-routing pass
     - 1170 µm
   * - Count of unique library cells instantiated by Yosys
     - 4
   * - Placer's final routability congestion estimate
     - 0.868
   * - CP Buf/Inv Count
     - 1
   * - Transition time of the tightest slew-check pin
     - 246 ps
   * - Height of the die
     - 80 µm
   * - Maximum number of pins on one net before global-route repair
     - 5
   * - Series of cell instances along the critical path
     - clkdlybuf4s50_1
   * - Maximum net fanout on the critical path
     - 4
   * - CTS H-Tree Depth
     - 1
==> layer usage <==
metal,up-vias,wire length (µm)
li1,83,-
met1,83,403
met2,15,219
met3,0,144
met4,0,0
met5,-,0
==> worst register-to-register path: cells and delay by family, from the launching register on <==
| family | cells | cell delay, ps |
|---|---|---|
| and+or+nand+nor | 1 | 150 |
| DFF | 1 | 330 |
| muxes | 1 | 500 |
==> cells in the final DEF, fill, tap and decap left out <==
cell type / instances
mux4_1: 1
buf_4: 1
clkdlybuf4s50_1: 12
dlymetal6s2s_1: 1
clkbuf_4: 3
mux4_2: 3
dfxtp_1: 4
nor2b_1: 4
==> synthesized netlist by cell type <==
master / count
mux4_1: 1
nor2b_1: 4
mux4_2: 3
dfxtp_1: 4
==> area by class of cell <==
cell class                 count  area share [%]
clock buffer                   3            5.37
sequential                     4            19.1
tap                           46            13.7
multi-input combinational      8            28.4
timing repair buffer          14            33.4
==> cells by family after synthesis <==
group | count (synthesis)
mux | 4
simple gates | 4
flops | 4
==> power by group <==
| part | internal [mW] | leakage, nW | total, mW | switching [mW] |
|---|---|---|---|---|
| sequential | 0.114 | 0.0329 | 0.120 | 0.00626 |
| clock | 0.0903 | 0.0138 | 0.145 | 0.0551 |
| combinational | 0.0527 | 0.104 | 0.0671 | 0.0144 |
==> how the worst max path moves through the flow <==
stage	endpoint	startpoint	slack [ps]
CTS	Q[3]$_SDFFE_PP0P_	S[0]	2
global route	Q[2]	Q[2]$_SDFFE_PP0P_	40
finish	Q[2]	Q[2]$_SDFFE_PP0P_	90
==> what timing repair did <==
action / 4_1_cts / 5_1_grt
hold endpoints to repair: 0 / 0
gates resized: 0 / 1
endpoints found under the setup margin: 0 / 1
==> per-stage QoR <==
step	hold WS, ps	total power [mW]	cell area [µm²]
floorplan	372	0.141	199
global placement	682	0.189	394
detailed placement	703	0.189	394
CTS	708	0.339	417
global route	718	0.353	419
finish	663	0.333	419
Power and IR drop assume default switching activity.
